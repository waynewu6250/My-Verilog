<file path="flow/run.sh">
#!/bin/bash
# OpenROAD 26Q1-2900-gdf79404cd8, Yosys 0.63+post, stock flow scripts
make -C /OpenROAD-flow-scripts/flow DESIGN_CONFIG=/design/flow/config.mk WORK_HOME=/design/flow/orfs finish
</file>
<file path="flow/config.mk">
export PLATFORM = sky130hd
export DESIGN_NAME = sync_SRAM
export DESIGN_NICKNAME = sync_SRAM
export VERILOG_FILES = /design/flow/design.v
export SDC_FILE = /design/flow/constraint.sdc
export NUM_CORES = 4
export LEC_CHECK = 1
export CORE_UTILIZATION = 50
export SYNTH_MEMORY_MAX_BITS = 65536
</file>
<file path="flow/constraint.sdc">
current_design sync_SRAM

set clk_period 111.9
set clk_io_pct 0.2

create_clock -name clk0 -period $clk_period [get_ports {clk}]

set non_clock_inputs [all_inputs -no_clocks]
set_input_delay [expr $clk_period * $clk_io_pct] -clock clk0 $non_clock_inputs
set_output_delay [expr $clk_period * $clk_io_pct] -clock clk0 [all_outputs]
</file>
<file path="flow/design.v">
module async_SRAM(Address, Data, CS, WE, OE);
parameter AddressSize = 8;
parameter DataSize = 16;
input [AddressSize-1:0] Address;
inout [DataSize-1:0] Data;  
input CS;  
input OE;  
input WE;  
reg [DataSize-1:0] Mem [0:1<<AddressSize];  
wire q;
assign Data = (!CS && !OE) ? Mem[Address] : {DataSize{1'bz}};
always @(CS or WE) begin
	if(!CS && !WE)
		Mem[Address] = Data;
end
always @(OE or WE) begin
	if (!OE && !WE)
		$display("Operational Error in SRAM: OE and WE both active");
end
endmodule
module sync_SRAM(Address, Data, clk, WE, q);
parameter AddressSize = 8;
parameter DataSize = 16;
input [AddressSize-1:0] Address;
input [DataSize-1:0] Data;
input clk, WE;
output [DataSize-1:0] q;
reg [DataSize-1:0] Mem [0:1<<AddressSize];  
reg [AddressSize-1:0] addr_reg;
always @(posedge clk) begin
	if (!WE)
		Mem[Address] <= #1 Data;
	addr_reg <= #1 Address;
end
assign q = Mem[addr_reg];
endmodule
</file>
==> reports/qor.yml <==
p_per_area_mw_per_mm2: 17.9
globalplace.congestion: 0.936
floorplan.rows: 206
fp_util_pct: 50.3
largest_reg_flops: 4096
grt_overflow: 0
cts_post_setup_buffers_inserted: 0
grt_start_max_net_pins: 92
layout_worst_path_cycle_share_pct: 27.4
top_achievable_clock_speed_mhz: 32.6
synthesis.area_mm2: 0.158
critPathMaxFanout: 63
cts_root_cell: "sky130_fd_sc_hd__clkbuf_16"
first_global_vias: 84800
grt_first_pass_wirelength_um: 614000
cts_buffer_depth: 4
cp_data_required_time_ps: 89520
layout_top_cell_excl_fill_tap: "sky130_fd_sc_hd__edfxtp_1"
power.total_w: 0.00320
ys_warn_count: 2
stdcell_count: 12400
stage_log_warnings: 26
placed_cells: 11700
place.port_buffers: 41
worstSetupPathType: "flop to output pin"
via_per_inst: 6.29
largest-register: "Mem"
synthesis.instances: 7391
xor_share_pct: 0
final_core_occ_pct: 56.9
max_capacitance_violation_total: 0
setup_repair_after_global_routing_missed_its_margin: "no"
detail-route-antenna-nets: 0
final_critical_path_setup_slack_ps: 81220
p_leak_nw: 56.5
yosys-mux-area-fraction_pct: 15.0
vias: 78300
ys_seq_elements: 4104
die-height_um: 565
type_of_element_capturing_the_critical_path: "output pin"
drive_above_1_share_pct: 25.1
avgSynthCellArea_um2: 21.4
finalSetupViolCount: 0
die_area_mm2: 0.319
most-common-layout-cells: "4096 x sky130_fd_sc_hd__edfxtp_1, 843 x sky130_fd_sc_hd__mux4_2, 511 x sky130_fd_sc_hd__buf_4, 416 x sky130_fd_sc_hd__clkbuf_16, 390 x sky130_fd_sc_hd__nor2_1"
setup.worst_path.start_class: "flop"
groute.usage.overall_pct: 31.3
edf_count: 4096
dp_worst_setup_slack_ps: 81850
number_of_drc_violations_after_detailed_routing_iteration_0: 5282
ir_drop_v: 0.0000146
syn_to_final_growth_pct: 13.1
cts_buffers: 410
post_synth_cell_types: 68
clk_transition_reported_paths_ps: 60
dpl.hpwl_um: 258000
drc_errors: 0
die_x_um: 565
yosysCellCount: 7391
post_synth_and_or_nand_nor_area_fraction_pct: 2.21
cts_resized: 0
clock-sinks: 4104
num_io_pins: 42
clock_tree.htree_level_count: 5
wirelength_per_cell_um: 34.8
run_status: "completed"
yosysSeqAreaShare_pct: 77.7
hold_viol: 0
fa_ha_area_share_pct: 0
clock_tree_from_tritoncts: "built"
wirelength_um: 433000
placeableCoreArea_mm2: 0.315
ff_type: "sky130_fd_sc_hd__edfxtp_1"
antenna_found_initial: 18
cts.hold.buffers_added: 0
drtPass1Iterations: 5
setup-tns-final_ps: 0
worst_ep_arrival_time_ps: 8300
netlist_logic_family_top: "multiplexers"
compound_area_share_pct: 3.41
holdCritPathClass: "input pin to flop"
layout_min_cycle_time_ps: 30680
slew-limit-headroom_pct: 19.0
ys_area_mm2: 0.158
maxSlewViolCount: 0
worst-slew-pin-transition_ps: 1200
synth_async_sr_flop_share_pct: 0
reg.largest.list: "Mem (4096)"
final cells by class:
| type | count | area [um^2] |
|---|---|---|
| repair buffers | 564 | 4550 |
| well taps | 4160 | 5200 |
| clock buffers | 503 | 10700 |
| flip-flops and latches | 4104 | 123000 |
| clock inverters | 244 | 2430 |
| inverters | 11 | 51.3 |
| diodes | 22 | 55.1 |
| multi-input cells | 2834 | 32900 |
| fillers | 22400 | 136000 |
stage by stage:
stage / area (um^2) / hold slack [ps]
2_1_floorplan: 158000 / 22410
3_3_place_gp: 166000 / 22780
3_5_place_dp: 166000 / 22780
4_1_cts: 179000 / 21750
5_1_grt: 179000 / 21790
6_report: 179000 / 21810
final timing paths:
| path | to | start | slack, ps | depth (start not counted) |
|---|---|---|---|---|
| setup / recovery | q[12] | flop | 81220 | 12 |
| hold / removal | Mem[87][7] | Data[7] | 21810 | 1 |
synthesized netlist by cell type, types with 42 or more instances:
library cell	count	area share, %
sky130_fd_sc_hd__o22ai_1	108	0.43
sky130_fd_sc_hd__edfxtp_1	4096	78
sky130_fd_sc_hd__buf_2	87	0.27
sky130_fd_sc_hd__nor2_1	407	0.96
sky130_fd_sc_hd__mux4_2	843	12
sky130_fd_sc_hd__mux2_2	72	0.51
sky130_fd_sc_hd__a22oi_1	127	0.60
sky130_fd_sc_hd__mux2i_1	385	2.4
sky130_fd_sc_hd__buf_6	56	0.40
sky130_fd_sc_hd__o221ai_1	86	0.48
sky130_fd_sc_hd__clkbuf_1	194	0.46
sky130_fd_sc_hd__a221oi_1	89	0.49
sky130_fd_sc_hd__nor4_1	47	0.19
sky130_fd_sc_hd__nand2_1	103	0.24
sky130_fd_sc_hd__a22o_1	42	0.23
sky130_fd_sc_hd__o21ai_0	46	0.15
sky130_fd_sc_hd__a21oi_1	113	0.36
sky130_fd_sc_hd__buf_4	62	0.29
sky130_fd_sc_hd__nor3_1	73	0.23
layer usage:
metal / vias to the layer above / share of wire (%) / global-route usage [%]
li1: 32400 / - / -
met1: 39500 / 31 / 39.8
met2: 5564 / 45 / 41.8
met3: 744 / 21 / 27.7
met4: 58 / 3.1 / 7.47
met5: - / 0.55 / 5.18
worst max-delay path, stage by stage, from the launching register on:
cell                              delay (ps)
sky130_fd_sc_hd__dfxtp_4                 790
sky130_fd_sc_hd__buf_12                  460
sky130_fd_sc_hd__buf_4                   630
sky130_fd_sc_hd__buf_4                   690
sky130_fd_sc_hd__buf_4                   660
sky130_fd_sc_hd__buf_4                   710
sky130_fd_sc_hd__buf_4                   660
sky130_fd_sc_hd__mux4_2                  580
sky130_fd_sc_hd__mux2i_1                 160
sky130_fd_sc_hd__o22ai_1                 120
sky130_fd_sc_hd__nor4_1                  740
sky130_fd_sc_hd__nor3_1                  300
sky130_fd_sc_hd__clkdlybuf4s50_1         490
report_power, final:
| part | switching (W) | internal (W) |
|---|---|---|
| Combinational | 0.000109 | 0.0000531 |
| Sequential | 0.00000219 | 0.00169 |
| Clock | 0.000575 | 0.000770 |
| Total | 0.000686 | 0.00252 |
kinds of logic after synthesis:
kind of cell,count (synthesis)
muxes,1317
and+or+nand+nor,771
AOI/OAI and AO/OA,746
buffers and inverters,453
DFF,4104
