==> /design/flow/run.sh <==
#!/bin/bash
# OpenROAD 26Q1-2900-gdf79404cd8, Yosys 0.63+post, stock flow scripts
make -C /OpenROAD-flow-scripts/flow DESIGN_CONFIG=/design/flow/config.mk WORK_HOME=/design/flow/orfs finish
==> /design/flow/config.mk <==
export PLATFORM = sky130hd
export DESIGN_NAME = sync_stack
export DESIGN_NICKNAME = sync_stack
export VERILOG_FILES = /design/flow/design.v
export SDC_FILE = /design/flow/constraint.sdc
export NUM_CORES = 4
export LEC_CHECK = 1
export CORE_UTILIZATION = 50
export SYNTH_MEMORY_MAX_BITS = 65536
==> /design/flow/constraint.sdc <==
current_design sync_stack

set clk_period 33.0
set clk_io_pct 0.2

create_clock -name clk0 -period $clk_period [get_ports {clk}]

set non_clock_inputs [all_inputs -no_clocks]
set_input_delay [expr $clk_period * $clk_io_pct] -clock clk0 $non_clock_inputs
set_output_delay [expr $clk_period * $clk_io_pct] -clock clk0 [all_outputs]
==> /design/flow/design.v <==
module sync_stack(clk, reset_n, data_in, push, pop, q);
parameter WIDTH = 11;
parameter DEPTH = 7;
input clk, reset_n, push, pop;
input [WIDTH-1:0] data_in;
output [WIDTH-1:0] q;
reg [WIDTH-1:0] mem[0:(1<<WIDTH)-1];
reg [DEPTH-1:0] ptr;
reg [WIDTH-1:0] q;
always @(posedge clk) begin
	if (reset_n==1'b0) begin
		mem[ptr] <= #1 0;
		q <= #1 0;
	end
	else begin
		mem[ptr] <= #1 (push==1'b1) ? data_in : mem[ptr];
		q <= #1 (!push)&(pop) ? mem[ptr-1] : q;
	end
end
always @(posedge clk) begin
	if (reset_n==1'b0) begin
		ptr <= #1 1'b0;
	end
	else begin
		if (push) begin
			ptr <= #1 ptr + 1;
		end
		else begin
			ptr <= #1 (pop==1'b1) ? ptr-1 : ptr;
		end
	end
end
endmodule
==> impl_metrics.tcl <==
# flow metrics
set metrics [dict create \
    antenna_left 0 \
    drv_slew 0 \
    ys_ff 1433 \
    worstSetupPathType "in2reg" \
    dp_slack_ps 22830 \
    use_met3_pct 30.83 \
    logic_area_sq_mm 0.02274 \
    cp-start-kind "primary input" \
    p_leak_nw 23.00 \
    syn_area_per_cell_sq_um 20.11 \
    clock.fmax_mhz 105.7 \
    status "finished, final reports clean" \
    vias 37110 \
    cts_tree "yes" \
    drive_above_1_share_pct 35.18 \
    synth-edff-count 1408 \
    drcViolationCount 0 \
    maxCapViolations 0 \
    cts_setup_buffers 0 \
    utilization_pct 56.65 \
    io_pins 26 \
    log.warning_count 33 \
    tns_ps 0 \
    dieArea_sq_mm 0.1349 \
    chipHeight_microns 367.3 \
    grt_max_degree 102 \
    ff_type "edfxtp_1" \
    setup_ws_ps 23540 \
    areaGrowthSynthToFinish_pct 12.01 \
    crit_arrival_ps 9960 \
    yosysCellCount 3318 \
    clock_skew_ps 28.33 \
    wl_per_cell_microns 40.91 \
    layout_top_cell "edfxtp_1" \
    fin_crit_sh_pct 28.67 \
    finalSetupViolCount 0 \
    use_met2_pct 50.11 \
    cts-root-buf "clkbuf_16" \
    worstMarginPinSlew_ps 1022 \
    rsz0062_at_grt "false" \
    grt_pass1_wl_mm 308.9 \
    syn_area_sq_mm 0.06674 \
    dp_hpwl_mm 140.5 \
    yosys_warnings 1 \
    ys_types 59 \
    power.density_mw_per_mm2 63.83 \
    nFillCells 9552 \
    grt_use_met1_pct 47.47 \
    htreeDepth 4 \
    fp_util_pct 50.57 \
    ctsLongestPathBuffers 3 \
    crit_path_max_fanout 64 \
    cp-end-kind "flip-flop" \
    drtPass1Iterations 6 \
    final_layout_top_logic_cells "1408 x edfxtp_1, 774 x mux4_2, 235 x buf_4, 182 x nand2_1, 160 x nor2_1" \
    core_area_sq_mm 0.1320 \
    rows 133 \
    yosys.stat.chipArea_sq_mm 0.06674 \
    drtIter0Drc 2763 \
    grt_usage_pct 37.70 \
    top_cell_area_share_pct 63.35 \
    hold_buffers 0 \
    slew_headroom_pct 31.14 \
    synth_cells 3318 \
    synth.area.top_cells "edfxtp_1 63%, mux4_2 26%, mux2i_1 1.5%" \
    antenna_found_initial 22 \
    die-width_microns 367.3 \
    grt.busiest_layer "met2" \
    period_minus_slack_ps 9462 \
    post_cts_resized 0 \
    gr-total-overflow 0 \
    clk_pin_slew_ps 60 \
    routed_wl_mm 219.2 \
    clock_sinks 1433 \
    clock_latency_ps 810 \
    routabilityCongestion 1.035 \
    viasPerCell 6.927 \
    synth_seq_share_pct 64.10 \
    cts_buffers 156 \
    cp.required_ps 33500 \
    portBuffers 25 \
    hold_class "reg2reg" \
    first_global_vias 41400 \
    synthArstFlopShare_pct 0 \
    ff_latch_area_sq_mm 0.04280 \
    ir_drop_mv 0.05712 \
    largest_area_cell "edfxtp_1" \
    hold_viol 0 \
]
kinds of logic after synthesis:
| kind of cell | count (synthesis) | synth area share [%] |
|---|---|---|
| XOR/XNOR | 9 | 0.1294 |
| AND/OR/NAND/NOR | 483 | 3.129 |
| multiplexers | 890 | 27.89 |
| flip-flops | 1433 | 64.10 |
| buffers and inverters | 273 | 2.064 |
| adder cells (fa/ha/maj) | 5 | 0.09374 |
| AND-OR/OR-AND | 225 | 2.589 |
power breakdown:
group / switching [mW] / internal (mW)
sequential: 0.0259 / 2.07
combinational: 0.656 / 0.373
clock: 0.705 / 0.938
total: 1.39 / 3.38
layer usage:
layer / vias to the layer above / routed length [microns] / share of wire [%]
met1: 18890 / 65030 / 30
met3: 525 / 42570 / 19
met4: 44 / 12280 / 5.6
li1: 14690 / - / -
met2: 2964 / 98590 / 45
met5: - / 703 / 0.32
final timing paths:
kind / from / to / slack, ps / cells after the start
max: push / mem[116][3] / 23540 / 6
min: q[1] / q[1] / 620 / 2
max reg2reg: flip-flop / mem[116][3] / 26560 / 11
min reg2reg: q[1] / q[1] / 620 / 2
synthesized netlist by cell type (28+ instances only):
| master | count |
|---|---|
| nor2_1 | 161 |
| buf_4 | 37 |
| o21ai_0 | 28 |
| buf_2 | 86 |
| buf_1 | 38 |
| a221oi_1 | 33 |
| nand2_1 | 182 |
| edfxtp_1 | 1408 |
| nand3_1 | 64 |
| clkbuf_1 | 91 |
| mux2i_1 | 99 |
| mux4_2 | 774 |
state kept, by name (all words and copies together), names as in the netlist, named ones only:
register  count
ptr           7
mem        1408
q            11
cell type report:
class	count	area share [%]
inverter	6	0.03013
tap	1755	2.938
sequential	1433	57.26
multi-input combinational	1612	30.43
clock inverter	83	0.8704
antenna	3	0.01004
timing repair buffer	270	2.963
clock buffer	195	5.503
through the flow:
| step | instance area, sq um | hold slack, ps | instances | total power, mW |
|---|---|---|---|---|
| after detailed placement | 69980 | 591.8 | 5076 | 3.151 |
| after CTS | 74740 | 599.3 | 5354 | 4.788 |
| after global routing | 74750 | 660.0 | 5356 | 4.908 |
| after global placement | 69980 | 593.2 | 5076 | 3.150 |
| final | 74750 | 623.9 | 5357 | 4.772 |
| after floorplan | 66740 | 459.0 | 3318 | 2.735 |
critical path: stages:
cell and delay [ps]:
clkdlybuf4s50_1 660, inv_1 450, o21ai_0 250, a311oi_4 710
buf_4 610, buf_4 630
Power figures rest on the tool's default switching activity, not on a simulated workload.
