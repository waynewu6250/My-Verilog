`./run.sh`:
```
#!/bin/bash
# OpenROAD 26Q1-2900-gdf79404cd8, Yosys 0.63+post, stock flow scripts
make -C /OpenROAD-flow-scripts/flow DESIGN_CONFIG=/design/flow/config.mk WORK_HOME=/design/flow/orfs finish
```
`./config.mk`:
```
export PLATFORM = sky130hd
export DESIGN_NAME = cam
export DESIGN_NICKNAME = cam
export VERILOG_FILES = /design/flow/design.v
export SDC_FILE = /design/flow/constraint.sdc
export NUM_CORES = 4
export LEC_CHECK = 1
export CORE_UTILIZATION = 30
```
`./constraint.sdc`:
```
current_design cam

set clk_period 54.8
set clk_io_pct 0.2

create_clock -name clk0 -period $clk_period [get_ports {clk}]

set non_clock_inputs [all_inputs -no_clocks]
set_input_delay [expr $clk_period * $clk_io_pct] -clock clk0 $non_clock_inputs
set_output_delay [expr $clk_period * $clk_io_pct] -clock clk0 [all_outputs]
```
`./design.v`:
```
module cam(clk, enable, 
	       data_in, 
	       MatchEn, WriteEn,
	       WriteAddr,
	       MatchAddr, Match
	       );
input clk, enable;
input [15:0] data_in;
input MatchEn, WriteEn;
input [7:0] WriteAddr;
output [7:0] MatchAddr;
output Match;
reg [15:0] mem[255:0];
reg Equal, Hit, Match;
reg [7:0] HitAddr, MatchAddr;
integer i;
always @(posedge clk) begin
	if ((enable==1'b1) && (WriteEn==1'b1))
		mem[WriteAddr] <= #1 data_in;
end
always @* begin
	Hit = 1'b0;
	HitAddr = 8'd0;
	if (MatchEn==1'b1) begin
		for(i=0;i<256;i=i+1) begin
			Equal = (mem[i]==data_in) ? 1'b1: 1'b0;
			if ((Equal==1'b1) && (Hit==1'b0)) begin
				Hit = 1'b1;
				HitAddr = i;
			end
			else begin
				Hit = Hit;
				HitAddr = HitAddr;
			end
		end
	end
	else begin
		Hit = Hit;
		HitAddr = HitAddr;
	end
end
always @(posedge clk) begin
	if(enable==1'b0) begin
		Match <= #1 1'b0;
		MatchAddr <= #1 8'd0;
	end
	else begin
		Match <= #1 Hit;
		MatchAddr <= #1 HitAddr;
	end
end
endmodule
```
==> impl_table.tex <==
% Auto-generated results table
\begin{tabular}{lr}
\hline
Metric & Value \\
\hline
\multicolumn{2}{l}{\textbf{Pwr}} \\
Logic gate share of total power & under 10\% \\
NetSw & approximately 1400 µW \\
Switching part of the total & 21.69\% \\
Clock Power Share & just over 40\% \\
Register share of total power & between 50\% and 60\% \\
Power density relative to cell area & between 30 and 40 mW/mm² \\
Peak VDD IR & between 30 and 40 µV \\
Power Internal & between 5000 and 6000 µW \\
Leakage power figure & 0.06289 µW \\
\multicolumn{2}{l}{\textbf{Global route}} \\
Largest net degree at the start of global routing & 79 \\
Overflow after GRT & 0 \\
First-pass GRT wire length & around 680,000 µm \\
Initial antenna violation count & 20 \\
Via count of the first global-routing pass & between 90,000 and 100k \\
Global-route usage over all layers & approximately 16\% \\
\multicolumn{2}{l}{\textbf{Worst hold path}} \\
Worst hold path stage count & 8 \\
Hold EP & MatchAddr[0] \\
Min-Delay Path Class & reg -> reg \\
Worst Hold Launch & mem[254][7] \\
\multicolumn{2}{l}{\textbf{Flow run}} \\
Number of max-capacitance violations reported & 0 \\
Warning total across the stage logs & 26 \\
\multicolumn{2}{l}{\textbf{Detailed routing}} \\
First-iteration detailed-routing DRC count & 5,439 \\
Vias after detailed routing & around 93,000 \\
Router iterations before antenna repair & 7 \\
Routed WL & roughly 460,000 µm \\
WL/cell & 22.71 µm \\
Remaining design rule violation count & 0 \\
ANT nets after route & 0 \\
Avg Vias per Cell & 4.560 \\
\multicolumn{2}{l}{\textbf{Clock network}} \\
Hold bufs inserted after CTS & 0 \\
TritonCTS clock tree & done \\
Longest Clk Path Bufs & 4 \\
Clock root cell & clkbuf\_16 \\
Post-CTS Resized & 0 \\
Clock transition at the register clock pins on the worst setup and hold paths after CTS & $\sim$0.070 ns \\
Number of levels the H-tree was split into & 5 \\
Post-CTS Repair Setup Buffers & 0 \\
Source-to-sink clock delay at the later pin of the worst-skew pair & about 1.0 ns \\
CTS Sinks & 4,105 \\
CTS buffer count & approximately 400 \\
\multicolumn{2}{l}{\textbf{Synth}} \\
Post-Synthesis Cells & between 10,000 and 15,000 \\
Synthesized cell area & 0.1806 mm² \\
Count of library flops with an enable pin & 4,096 \\
Area contributors post-synth & edfxtp\_1 (68\%), xnor2\_1 (12\%), xor2\_1 (7.5\%), nand4\_1 (2.8\%), nor4\_1 (2.1\%) \\
Post-synth regs & around 4,000 \\
Number of cells in Yosys stat & 11,362 \\
Dominant cell type by area after synthesis & edfxtp\_1 \\
Cell types with the highest counts after synthesis & edfxtp\_1 (4,096), xnor2\_1 (2,544), xor2\_1 (1,552), nand4\_1 (800), nor4\_1 (604) \\
Post-synthesis async set-or-reset flop share & 0\% \\
Warnings from Yosys & 1 \\
YS chip area & $\sim$0.18 mm² \\
Seq/Total Area, Yosys & 68.21\% \\
Syn avg cell area & about 16 µm² \\
Top\_reg\_cell synth & edfxtp\_1 \\
Most used standard cell by instance count after synthesis & edfxtp\_1 \\
Top area contributor share & 68.11\% \\
Post-synth cell types & about 94 \\
\multicolumn{2}{l}{\textbf{Timing}} \\
Transition at the pin with the smallest max-transition slack & 1.333 ns \\
Largest clock skew in the final design & between 0.08 and 0.09 ns \\
Count of final setup violators & 0 \\
Final clock period utilization by the worst path & about a third \\
Number of slew-limit violations in the final report & 0 \\
Maximum clock frequency & 53.93 MHz \\
Hold Fails Final Rpt & 0 \\
Final critical-path required period & 18.54 ns \\
Unrepaired setup endpoints after global routing & no \\
Setup TNS & 0 ns \\
Max\_slew headroom & between 10\% and 20\% \\
\multicolumn{2}{l}{\textbf{Worst setup path}} \\
Worst R2R End & MatchAddr[0] \\
Critical path peak fanout & 61 \\
Beginning of the worst register-to-register path & mem[34][13] \\
Cell repeated most along the worst path & buf\_4 \\
Critical path data required time & 55.62 ns \\
Nature of the critical path startpoint & input port \\
Arrival time of data at the critical path endpoint & 19.36 ns \\
Delay contributed by the slowest stage of the critical path & about 0.80 ns \\
R2r worst-path depth & 13 \\
Cell chain of the critical path & buf\_8, buf\_4, buf\_4, buf\_4, buf\_12, buf\_4, buf\_4, buf\_4, xnor2\_1, nand4\_1, nor4\_1, buf\_4, nor3\_1, nand4\_1, nor3\_2, buf\_4, nand2\_1, nor3\_1, nor4\_2, nand3\_1, nor4\_2, a41oi\_1 \\
Setup CP Type & in -> reg \\
CP max-delay cell & nor4\_1 \\
Worst setup EP type & flip-flop \\
Reg-to-reg setup timing slack & around 49 ns \\
\multicolumn{2}{l}{\textbf{Floorplanning}} \\
Chip area & approximately 0.61 mm² \\
Placeable core region & approximately 0.6 mm² \\
Floorplan core density & 30.16\% \\
Number of cell rows & about 280 \\
Number of placed I/O pins & 37 \\
DIE WIDTH & 777.8 µm \\
Height of the die & just under 800 µm \\
\multicolumn{2}{l}{\textbf{Finish}} \\
Synth-to-Final Area Change & 13.02\% \\
Tally of filler cells in the layout & approximately 56,000 \\
Comb. cell area & approximately 0.052 mm² \\
Cell area after layout & between 0.2 and 0.25 mm² \\
Area occupied by registers & 0.1232 mm² \\
Ratio of cells with drive above 1 in the final layout & a little under an eighth \\
\multicolumn{2}{l}{\textbf{Place}} \\
Routability cong. & approximately 0.96 \\
Number of buffer cells added on primary ports & 36 \\
Final HPWL DP & a little under 300,000 µm \\
Area after DPL & 0.1915 mm² \\
\multicolumn{2}{l}{\textbf{Run status}} \\
Result of the run & finished, final reports clean \\
\hline
\end{tabular}
[cells by family (layout without fill, tap and decap cells)]
logic type	Yosys count	in the layout	share of synthesized area, %
AND-OR/OR-AND	184	184	0.7462
buffers and inverters	571	1537	3.200
flip-flops	4105	4105	68.21
XOR/XNOR	4096	4096	19.87
AND/OR/NAND/NOR	2406	2406	7.974
other	0	14	0
[per-layer routing]
layer	share of wire [%]	vias up	wire, µm	GRT usage [%]
met1	41	45885	191100	22.47
met3	10	635	47380	7.546
met4	3.2	10	14720	4.077
met5	0.021	-	95	0.04700
li1	-	43223	-	-
met2	45	3046	208900	23.81
[power by group through the flow]
stage | Sequential [µW] | Combinational [µW] | Clock (µW)
global route | 3460 | 360 | 2840
finish | 3460 | 326 | 2670
CTS | 3460 | 337 | 2740
[cell usage in the layout (no fill, tap or decap), drive strengths merged, types with 11 or more instances in the layout]
cell           count
a21oi             21
a31oi             19
and2              12
and3              17
and4              34
buf              746
bufinv            24
clkbuf           517
clkdlybuf4s50     20
clkinv           169
diode             14
edfxtp          4096
inv               52
nand2            132
nand2b            28
nand3             88
nand3b            15
nand4            812
nor2             408
nor2b             31
nor3              94
nor3b             19
nor4             637
nor4b             23
o21ai             24
o22ai             14
or2               11
or3               12
xnor2           2544
xor2            1552
[final cells by class]
type / count / share of cell area [%]
flip-flops and latches: 4105 / 60.36
multi-input cells: 6686 / 25.47
clock buffers: 517 / 5.224
well taps: 8008 / 4.910
repair buffers: 766 / 3.011
clock inverters: 213 / 0.9362
inverters: 41 / 0.07541
diodes: 14 / 0.01717
[per-stage QoR]
| stage | instances | utilization [%] | worst slack (ns) | total power (µW) | hold slack (ns) |
|---|---|---|---|---|---|
| after floorplan | 11362 | - | 40.40 | 3753 | 0.7440 |
| after global placement | 19606 | 31.98 | 35.00 | 3858 | 1.230 |
| after detailed placement | 19606 | 31.98 | 35.08 | 3859 | 1.214 |
| after global routing | 20339 | 34.08 | 35.99 | 6661 | 1.322 |
| final | 20350 | 34.08 | 36.26 | 6452 | 1.234 |
| after CTS | 20336 | 34.08 | 36.16 | 6530 | 1.227 |
[flip-flops by register name, indices dropped and copies added, names as in the netlist]
register,flops
Match,1
MatchAddr,8
mem,4096
[worst max-delay path, delay by kind of cell]
kind / cells / cell delay (ns)
buffers and inverters: 10 / 3.98
AND-OR/OR-AND: 1 / 0.19
AND/OR/NAND/NOR: 10 / 3.76
XOR/XNOR: 1 / 0.16
[how the worst max path moves through the flow]
stage	startpoint	slack [ns]	cells past startpoint	end
CTS	data_in[7]	36.16	22	MatchAddr[4]
global route	data_in[7]	35.99	22	MatchAddr[4]
finish	data_in[7]	36.26	22	MatchAddr[4]
No activity file was given, so power comes from the tool's default toggle rates.
